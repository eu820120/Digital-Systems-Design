`design/flow/run.sh`:
```
#!/bin/bash
# OpenROAD 26Q1-2900-gdf79404cd8, Yosys 0.63+post, stock flow scripts
make -C /OpenROAD-flow-scripts/flow DESIGN_CONFIG=/design/flow/config.mk WORK_HOME=/design/flow/orfs finish
```
`design/flow/config.mk`:
```
export PLATFORM = sky130hd
export DESIGN_NAME = clock_divider
export DESIGN_NICKNAME = clock_divider
export VERILOG_FILES = /design/flow/design.v
export SDC_FILE = /design/flow/constraint.sdc
export NUM_CORES = 4
export LEC_CHECK = 1
export CORE_UTILIZATION = 30
```
`design/flow/constraint.sdc`:
```
current_design clock_divider

set clk_period 9.4
set clk_io_pct 0.2

create_clock -name clk0 -period $clk_period [get_ports {clk}]

set non_clock_inputs [all_inputs -no_clocks]
set_input_delay [expr $clk_period * $clk_io_pct] -clock clk0 $non_clock_inputs
set_output_delay [expr $clk_period * $clk_io_pct] -clock clk0 [all_outputs]
```
`design/flow/design.v`:
```
`default_nettype none
module 
picoblaze_template
#(
parameter clk_freq_in_hz = 25000000
) (
				output led0,
				input clk,
				input [7:0] input_data,
				input read_data_sig,  
			   output logic [7:0] ledaddr,
            input [7:0] audio_data
			     );
logic [7:0] led;
wire[9:0]  address;
wire[17:0]  instruction;
wire[7:0]  port_id;
wire[7:0]  out_port;
reg[7:0]  in_port;
wire  write_strobe;
wire  read_strobe;
reg  interrupt;
wire  interrupt_ack;
wire  kcpsm3_reset;
reg[26:0] int_count;
reg event_1hz;
reg        lcd_rw_control;
reg[7:0]   lcd_output_data;
pacoblaze3 led_8seg_kcpsm
(
                  .address(address),
               .instruction(instruction),
                   .port_id(port_id),
              .write_strobe(write_strobe),
                  .out_port(out_port),
               .read_strobe(read_strobe),
                   .in_port(in_port),
                 .interrupt(interrupt),
             .interrupt_ack(interrupt_ack),
                     .reset(kcpsm3_reset),
                       .clk(clk));
 wire [19:0] raw_instruction;
	pacoblaze_instruction_memory 
	pacoblaze_instruction_memory_inst(
     	.addr(address),
	    .outdata(raw_instruction)
	);
	always @ (posedge clk)
	begin
	      instruction <= raw_instruction[17:0];
	end
    assign kcpsm3_reset = 0;                       
 always @ (posedge clk or posedge interrupt_ack)   
 begin
      if (interrupt_ack)  
            interrupt <= 0;
      else
		begin 
		      if (read_data_sig)    
      		      interrupt <= 1;
          		else
		            interrupt <= interrupt;
      end
 end
 always @ (posedge clk)
 begin
    case (port_id[7:0])
        8'h0:    in_port <= input_data;
        default: in_port <= 8'bx;
    endcase
end
  always @ (posedge clk)
  begin
        if (write_strobe & port_id[7])   
          led <= out_port;
        if (write_strobe & port_id[6])   
          ledaddr <= out_port;
  end
  assign led0 = led[0];
endmodule
module clock_divider(input logic clk, reset,
							input logic [2:0] control,
							output logic outclk);
logic [31:0] div_count, r_reg, r_next;
logic new_sig = 1'b1;
always_ff @(posedge clk)
case(control)
3'b000: div_count = 32'd95600;
3'b001: div_count = 32'd85180;
3'b010: div_count = 32'd75870;
3'b011: div_count = 32'd71630;
3'b100: div_count = 32'd63860;
3'b101: div_count = 32'd56820;
3'b110: div_count = 32'd50660;
3'b111: div_count = 32'd47800;
endcase
always_ff @(posedge clk)
if (reset) r_reg = 0;
else r_reg <= r_next;
always_comb
if (r_reg >= ((div_count/2)-1)) r_next = 0;
else r_next = r_reg + 1;
always_ff @(posedge clk)
if (r_reg == ((div_count/2)-1)) new_sig = ~new_sig;
else new_sig = new_sig;
assign  outclk = new_sig;
endmodule
```
==> out/metrics.cfg <==
[status]
status = complete, no violations

[final_timing]
rsz0062_at_grt = no
finalSetupViolations = 0
clock-skew-final_ns = 0.00620
relSlewSlack = 0.397
period_needed_ns = 4.44
maxSlewViolCount = 0
fin_ws_ns = 4.96
fin_setup_tns_ns = 0
max_freq_ghz = 0.225
hold_viol_final = 0
finalClockPeriodUsage = 0.472
worst_pin_slew_ns = 0.901

[global_routing]
grt-ovfl-total = 0
grt_pass1_wl_mm = 10.8
grt_antenna_before_repair = 0
track_usage = 0.131
grt_max_degree = 33
grt_pass1_vias = 2231

[flow_run]
warnings = 31
maxCapViolCount = 0

[pwr]
swShare = 0.255
p_comb_frac = 0.081
intPower_mw = 0.280
power.share.sequential = 0.590
powerDensity_nw_per_um2 = 112
p_clk_frac = 0.328
power.leakage_nw = 1.26
worst_ir_drop_vdd_mv = 0.0600
switching_power_mw = 0.0957
total_power_mw = 0.376

[cells_and_area]
nFillCells = 1001
area_growth_pct = 9.84
mostFrequentLayoutCells = dfxtp_1, ha_1, nand2_1, nor3_1, xnor2_1
drive_above_1_share = 0.0595
layout_top_cell = dfxtp_1
largest_reg_flops = 32

[worst_hold_path]
hp-start = r_reg[31]
min_to = r_reg[31]
hold_depth = 2
hold_path.class = register to register

[clocking]
path_clk_slew_ns = 0.09
cts_hold_buffers = 0
clockBufferDepth = 2
root_buffer = clkbuf_8
cts_sinks = 49
cts_buffers = 5
cts_setup_buffers = 0
htree_num_levels = 2
post_cts_resize_count = 0
insertion_delay_ns = 0.30
cts_tree = built

[detailed_routing]
antenna_cells = 0
wirelength_mm = 6.12
route.met3.wl_um = 179
wl_met2_mm = 2.72
drt-met1-wl_mm = 3.17
wl_per_cell_um = 12.6
drc = 0
vias = 2422
top_layer = met4
drt_iter0_markers = 115
ant_nets = 0
routed_via_density = 4.98
drt_first_pass_iters = 4

[critical_path]
start_kind = register
arrival_ns = 4.62
critical_path_class = register to register
path_cells = or4_1 > nor2_1 > nand2_1 > nor4_1 > ha_1 > inv_1 > ha_1 > nand4_1 > or4_1 > a31oi_2 > buf_4 > nor3_1
crit_path_max_incr_delay_ns = 0.75
required_ns = 9.58
crit_fanout = 17
r2r-end = r_reg[6]
r2r_cells = 12
path_buffers = 2
rrSetupSlack_ns = 4.96
slowest_stage = a31oi_2
worst_setup_path_end_kind = register
cpLargestDelayFamily = simple AND/OR/NAND/NOR gates
r2r-start = div_count[8]

[floorplan]
die_area_um2 = 10600
die_w_um = 103
die.size.y_um = 103
fp_util = 0.311
io_pins = 6
core_area_um2 = 9820
rows = 36

[synth]
ys_area_um2 = 3050
syn_avg_cell_area_um2 = 8.77
synth-edff-count = 1
netlist_instances = 348
yosysCellCount = 348
syn_area_um2 = 3050
ff_type = dfxtp_1
yosys_warnings = 1
yosys.cell_types.count = 41
synth-async-reset-ratio = 0
ys_seq_frac = 0.325
synth_flop_count = 49

[place]
pre_cts_slack_ns = 4.98
numPortBuffers = 5
gp_congestion = 0.977
post-dp-hpwl_mm = 4.58

==> power groups by stage <==
stage	sequential (mW)	combinational (mW)	clock [mW]
4_1_cts	0.222	0.0309	0.127
5_1_grt	0.223	0.0360	0.135
6_report	0.222	0.0306	0.123
==> per-layer routing <==
metal / global-route usage / vias to the layer above
met5: 0 / -
met3: 0.0179 / 4
li1: - / 1268
met1: 0.201 / 1123
met2: 0.205 / 27
met4: 0.0130 / 0
==> tightest hold or removal path, delay by kind of cell (launching register included) <==
family,cells,cell delay [ns]
DFF,1,0.34
AOI/OAI and AO/OA,2,0.15
==> cell usage after synthesis (all sizes together), types with 2 or more instances <==
cell	instances	share of area
a211oi	5	0.014
a21o	3	0.0074
a21oi	15	0.025
a221oi	2	0.0057
and3	7	0.016
and4	6	0.018
clkbuf	12	0.015
dfxtp	48	0.31
ha	42	0.17
inv	14	0.017
mux2i	3	0.0098
nand2	31	0.038
nand3	20	0.033
nand4	13	0.032
nor2	11	0.014
nor2b	2	0.0041
nor3	32	0.054
nor3b	2	0.0049
nor4	7	0.014
o211ai	2	0.0049
o21ai	11	0.018
or3	7	0.014
or4	5	0.012
xnor2	21	0.060
xor2	17	0.049
==> kinds of logic (layout without fill, tap and decap cells) <==
group,Yosys count,in the layout,synth area share
mux,3,3,0.00984
flops,49,49,0.325
fa+ha+maj,42,42,0.172
simple gates,147,147,0.265
xor+xnor,38,38,0.109
compound gates,43,43,0.0869
buf+inv,26,31,0.0320
==> worst max path at each step <==
stage / from / endpoint / cells after the start / slack, ns
4_1_cts: div_count[8] / r_reg[7] / 12 / 4.95
5_1_grt: div_count[8] / r_reg[16] / 12 / 4.65
6_report: div_count[8] / r_reg[6] / 12 / 4.96
==> layout make-up <==
class	instances	area [um2]	share of cell area
tap	133	166	0.0496
clock inverter	3	17.5	0.00523
inverter	14	52.6	0.0157
clock buffer	5	68.8	0.0205
timing repair buffer	9	80.1	0.0239
sequential	49	991	0.296
multi-input combinational	273	1980	0.589
==> per-stage QoR <==
stage / util / area (um2) / hold WS (ns) / instances
floorplan: - / 3050 / 0.472 / 348
global placement: 0.333 / 3270 / 0.511 / 478
detailed placement: 0.333 / 3270 / 0.514 / 478
CTS: 0.341 / 3350 / 0.530 / 486
global route: 0.341 / 3350 / 0.565 / 486
finish: 0.341 / 3350 / 0.537 / 486
Power is estimated from default activity; no workload was simulated.
