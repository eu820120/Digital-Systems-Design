==> ./design.v <==
`default_nettype none
module 
picoblaze_template
#(
parameter clk_freq_in_hz = 25000000
) (
				output led0,
				input clk,
				input [7:0] input_data,
				input read_data_sig,  
			   output logic [7:0] ledaddr,
            input [7:0] audio_data
			     );
logic [7:0] led;
wire[9:0]  address;
wire[17:0]  instruction;
wire[7:0]  port_id;
wire[7:0]  out_port;
reg[7:0]  in_port;
wire  write_strobe;
wire  read_strobe;
reg  interrupt;
wire  interrupt_ack;
wire  kcpsm3_reset;
reg[26:0] int_count;
reg event_1hz;
reg        lcd_rw_control;
reg[7:0]   lcd_output_data;
pacoblaze3 led_8seg_kcpsm
(
                  .address(address),
               .instruction(instruction),
                   .port_id(port_id),
              .write_strobe(write_strobe),
                  .out_port(out_port),
               .read_strobe(read_strobe),
                   .in_port(in_port),
                 .interrupt(interrupt),
             .interrupt_ack(interrupt_ack),
                     .reset(kcpsm3_reset),
                       .clk(clk));
 wire [19:0] raw_instruction;
	pacoblaze_instruction_memory 
	pacoblaze_instruction_memory_inst(
     	.addr(address),
	    .outdata(raw_instruction)
	);
	always @ (posedge clk)
	begin
	      instruction <= raw_instruction[17:0];
	end
    assign kcpsm3_reset = 0;                       
 always @ (posedge clk or posedge interrupt_ack)   
 begin
      if (interrupt_ack)  
            interrupt <= 0;
      else
		begin 
		      if (read_data_sig)    
      		      interrupt <= 1;
          		else
		            interrupt <= interrupt;
      end
 end
 always @ (posedge clk)
 begin
    case (port_id[7:0])
        8'h0:    in_port <= input_data;
        default: in_port <= 8'bx;
    endcase
end
  always @ (posedge clk)
  begin
        if (write_strobe & port_id[7])   
          led <= out_port;
        if (write_strobe & port_id[6])   
          ledaddr <= out_port;
  end
  assign led0 = led[0];
endmodule
module blockram(
	clk, rst,
	enb, wen, addr, din, dout
);
parameter width = 8, depth = 10, size = 1<<depth;
input clk, rst, enb, wen;
input [depth-1:0] addr;
input [width-1:0] din;
output reg [width-1:0] dout;
reg [width-1:0] ram[0:size-1];
always @(posedge clk)
	if (rst) dout <= 'hx;  
	else if (enb)
		if (wen) ram[addr] <= din;
		else dout <= ram[addr];
endmodule
==> ./run.sh <==
#!/bin/bash
# OpenROAD 26Q1-2900-gdf79404cd8, Yosys 0.63+post, stock flow scripts
make -C /OpenROAD-flow-scripts/flow DESIGN_CONFIG=/design/flow/config.mk WORK_HOME=/design/flow/orfs finish
==> ./config.mk <==
export PLATFORM = sky130hd
export DESIGN_NAME = blockram
export DESIGN_NICKNAME = blockram
export VERILOG_FILES = /design/flow/design.v
export SDC_FILE = /design/flow/constraint.sdc
export NUM_CORES = 4
export LEC_CHECK = 1
export CORE_UTILIZATION = 40
export SYNTH_MEMORY_MAX_BITS = 65536
==> ./constraint.sdc <==
current_design blockram

set clk_period 38.2
set clk_io_pct 0.2

create_clock -name clk0 -period $clk_period [get_ports {clk}]

set non_clock_inputs [all_inputs -no_clocks]
set_input_delay [expr $clk_period * $clk_io_pct] -clock clk0 $non_clock_inputs
set_output_delay [expr $clk_period * $clk_io_pct] -clock clk0 [all_outputs]
==> run notes <==
flow finished, numbers: Sum Neg Setup Slack=0 ps, Distinct lib cells used=77, Critical Path Start Type=primary input, Final Hold Vio Count=0, combinational share of power=between 4 and 5%, Tightest Hold Check Type=reg -> reg, critical path capture point type=flip-flop, share of cells above drive strength 1=14.5%, r2r startpoint=ram[743][0], count leader, synth=edfxtp_1, Placer Congestion=around 0.9, clk buf depth=4, Flop pwr share=between 50% and 60%, number of global-route vias before repair=around 170k, VDD IR max=about 0.00005 V, Util after Layout=roughly 45%, min cycle time layout=between 10000 and 15000 ps, initial antenna violation count=between 90 and 100, cell depth of the worst hold path=7, area growth from synthesis to layout=12.4%, cell taking the most area after synthesis=edfxtp_1, top cells, area=edfxtp_1, mux2i_1, mux4_2, Vias=between 150k and 200k, ys async rst share=0%, DRT iter0 DRCs=~11k, fillers=65.2k, CP arrival=15490 ps, Yosys reg bits=roughly 8k, Max Fclk=68.5 MHz, Crit-path slowest cell=nor4_1, FP Util=roughly two fifths, max cap viols=0, CTS Buf Count=roughly 790, Latency at later pin=~1200 ps, most frequent cells after synthesis=edfxtp_1, mux2i_1, nor2_1, most used cell, CP=buf_4, Sequential cell area=246000 sq um, Die Width=roughly 890 um, hold_buf cts=0, tool warnings=~56, yosys stat chip area=317000 sq um, post-CTS setup buffers=0, Post-Synthesis Cells=between 15k and 20k, Core ar.=788000 sq um, vias per cell=roughly 5.7, I/O pins=30, relative slew slack=between 7 and 8%, Worst Hold Launch=ram[312][3], Worst R2R Path Depth=7, clock power share=about 41%, Avg WL per Cell=roughly 32 um, number of setup violations in the final report=0, slowest stage delay, CP=1020 ps, Die Area=slightly below 800000 sq um, Cell Area, Synth=roughly 320000 sq um, Int Power=between 10 and 15 mW, CTS root buf=clkbuf_16, worst-margin pin slew=1390 ps, RR Endpoint=dout[0], Avg Cell Area, Syn=approximately 19 sq um, Final HPWL DP=568000 um, Sw Ratio=21.6%, CTS H-Tree Depth=6, CP cell instances=buf_16 -> buf_4 -> buf_4 -> buf_4 -> buf_4 -> buf_4 -> buf_4 -> buf_4 -> buf_4 -> mux2i_1 -> o22ai_1 -> nor4_1 -> buf_4 -> a31oi_1 -> nand4_1 -> and3_1 -> nand4b_1, clock-pin slew on the worst setup and hold paths=~60 ps, Post-synth EDFFs=between 8k and 9k, largest net degree at the start of global routing=129, IO buf count=29, Seq/Total Area, Yosys=roughly 78%, clk_skew=82.5 ps, yosys warning tally=1, status=finished clean, Logic area=65600 sq um, # clock sinks=~8k, cts repair resizes=0, PD cells=roughly 50 nW/um^2, static leakage=roughly 120 nW, Total Routed Length=just over 900000 um, Routed Antenna Nets=0, Hold Path End=dout[3], r2r setup slk=roughly 34000 ps, row cnt=326, cell count in the Yosys report=~17k, unrepaired setup endpoints after global routing=false, Max Slew Vio Count=0, critical path class=in -> reg, CP Max Fanout=~76, first-pass GRT wire length=approximately 1300000 um, TritonRoute pass-1 iters=7, Dominant cell area share=around 80%, Final Cycle Share=38.2%, CTS tree=done, Net Switching=3.92 mW, GRT Total Usage=between 20% and 30%, DRC viols=0, Main synth FF type=edfxtp_1, CP required=39090 ps, Die H=892 um, grt total ovfl=0
layer usage:
metal	vias to the layer above	track usage (%)	part of all wire [%]
met5	-	1.35	0.20
met4	134	8.38	4.0
met3	1651	21.8	19
met2	9498	34.5	45
met1	81800	28.9	32
li1	69500	-	-
state kept, by name (all words and copies together), names as in the netlist:
signal	cells
dout	8
ram	8192
layout by cell type, fill, tap and decap left out, drive strengths merged, types with 8 or more instances in the layout:
master / count
a2111oi: 8
a211oi: 76
a21oi: 21
a221oi: 10
a22o: 36
a22oi: 181
a311oi: 9
a31oi: 56
and3: 9
buf: 745
bufinv: 36
clkbuf: 981
clkdlybuf4s50: 11
clkinv: 382
clkinvlp: 10
diode: 200
edfxtp: 8200
inv: 23
mux2: 20
mux2i: 2701
mux4: 702
nand2: 249
nand3: 145
nand3b: 12
nand4: 33
nand4b: 11
nor2: 1301
nor3: 145
nor4: 242
o2111ai: 25
o211ai: 19
o21a: 12
o21ai: 214
o221ai: 15
o22ai: 1130
or3: 20
worst max-delay path, delay by kind of cell:
family          cells  cell delay [ps]
simple gates        4             1480
buf+inv            10             5640
mux                 1              250
compound gates      2              210
logic make-up after synthesis:
family	after synthesis	synth area share, %
flip-flops	8200	77.8
multiplexers	3423	13.6
AND-OR/OR-AND	1858	3.84
buffers and inverters	1088	1.65
AND/OR/NAND/NOR	2218	3.10
layout make-up:
type,instances,share of cell area (%)
clock inverters,448,1.03
repair buffers,757,1.75
flip-flops and latches,8200,69.2
diodes,200,0.141
multi-input cells,7499,18.4
clock buffers,980,5.77
well taps,10500,3.69
inverters,3,0.00352
per-stage QoR:
step	std cells	hold slack, ps	area (sq um)	total power [mW]	setup slack, ps
global route	28400	1310	356000	18.6	23210
floorplan	16800	853	317000	10.5	27860
CTS	28400	1230	355000	18.2	23690
detailed placement	27000	1250	331000	10.9	22440
finish	28600	1260	356000	18.1	23600
global placement	26900	1230	331000	10.9	21190
power groups by stage:
stage,clock network (mW),registers (mW),logic (mW)
final,7.40,9.91,0.812
after CTS,7.50,9.91,0.808
after global routing,7.83,9.91,0.856
worst max-delay path by stage:
stage	cells past startpoint	end	from	slack (ps)
6_report	17	dout[4]	addr[1]	23600
4_1_cts	17	dout[7]	addr[1]	23690
5_1_grt	17	dout[7]	addr[1]	23210
No activity file was given, so power comes from the tool's default toggle rates.
