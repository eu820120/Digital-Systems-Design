**flow/design.v**
```verilog
`default_nettype none
module 
picoblaze_template
#(
parameter clk_freq_in_hz = 25000000
) (
				output led0,
				input clk,
				input [7:0] input_data,
				input read_data_sig,  
			   output logic [7:0] ledaddr,
            input [7:0] audio_data
			     );
logic [7:0] led;
wire[9:0]  address;
wire[17:0]  instruction;
wire[7:0]  port_id;
wire[7:0]  out_port;
reg[7:0]  in_port;
wire  write_strobe;
wire  read_strobe;
reg  interrupt;
wire  interrupt_ack;
wire  kcpsm3_reset;
reg[26:0] int_count;
reg event_1hz;
reg        lcd_rw_control;
reg[7:0]   lcd_output_data;
pacoblaze3 led_8seg_kcpsm
(
                  .address(address),
               .instruction(instruction),
                   .port_id(port_id),
              .write_strobe(write_strobe),
                  .out_port(out_port),
               .read_strobe(read_strobe),
                   .in_port(in_port),
                 .interrupt(interrupt),
             .interrupt_ack(interrupt_ack),
                     .reset(kcpsm3_reset),
                       .clk(clk));
 wire [19:0] raw_instruction;
	pacoblaze_instruction_memory 
	pacoblaze_instruction_memory_inst(
     	.addr(address),
	    .outdata(raw_instruction)
	);
	always @ (posedge clk)
	begin
	      instruction <= raw_instruction[17:0];
	end
    assign kcpsm3_reset = 0;                       
 always @ (posedge clk or posedge interrupt_ack)   
 begin
      if (interrupt_ack)  
            interrupt <= 0;
      else
		begin 
		      if (read_data_sig)    
      		      interrupt <= 1;
          		else
		            interrupt <= interrupt;
      end
 end
 always @ (posedge clk)
 begin
    case (port_id[7:0])
        8'h0:    in_port <= input_data;
        default: in_port <= 8'bx;
    endcase
end
  always @ (posedge clk)
  begin
        if (write_strobe & port_id[7])   
          led <= out_port;
        if (write_strobe & port_id[6])   
          ledaddr <= out_port;
  end
  assign led0 = led[0];
endmodule
module clock1hz(input logic clk,
                output logic outclk);
logic [31:0] div_count;
logic [31:0] r_reg = 0, r_next = 0;
logic new_sig = 1'b1;
assign div_count = 32'd50000000;
always_ff @(posedge clk)
r_reg <= r_next;
always_comb
if (r_reg >= ((div_count/2)-1)) r_next = 0;
else r_next = r_reg + 1;
always_ff @(posedge clk)
if (r_reg == ((div_count/2)-1)) new_sig = ~new_sig;
else new_sig = new_sig;
assign  outclk = new_sig;
endmodule
```
**flow/config.mk**
```make
export PLATFORM = sky130hd
export DESIGN_NAME = clock1hz
export DESIGN_NICKNAME = clock1hz
export VERILOG_FILES = /design/flow/design.v
export SDC_FILE = /design/flow/constraint.sdc
export NUM_CORES = 4
export LEC_CHECK = 1
export CORE_UTILIZATION = 30
```
**flow/run.sh**
```bash
#!/bin/bash
# OpenROAD 26Q1-2900-gdf79404cd8, Yosys 0.63+post, stock flow scripts
make -C /OpenROAD-flow-scripts/flow DESIGN_CONFIG=/design/flow/config.mk WORK_HOME=/design/flow/orfs finish
```
**flow/constraint.sdc**
```tcl
current_design clock1hz

set clk_period 2.7
set clk_io_pct 0.2

create_clock -name clk0 -period $clk_period [get_ports {clk}]

set non_clock_inputs [all_inputs -no_clocks]
set_input_delay [expr $clk_period * $clk_io_pct] -clock clk0 $non_clock_inputs
set_output_delay [expr $clk_period * $clk_io_pct] -clock clk0 [all_outputs]
```
==> flow_summary.yaml <==
# flow metrics
setup_path:
  critPathSlowestCell: "or4_1"
  crit_family: "simple AND/OR/NAND/NOR gates"
  cp_cell_sequence: "ha_1 -> nand4_1 -> or4_1 -> or4_1 -> a211oi_1"
  cp-end-kind: "flip-flop"
  worstPathMaxFanout: 7
  worst-path-buf-inv: 0
  reg2reg_slack_ns: 0.55
  critical_path_class: "reg -> reg"
  reg2reg_to: "r_reg[22]$_SDFF_PP0_"
  cpPeakStageDelay_ns: 0.65
  cp.arrival_ns: 2.35
  crit_top_cell: "or4_1"
  rr_worst_depth: 5
  cp-start-kind: "flip-flop"
  cp.required_ns: 2.90
  reg2reg_from: "r_reg[0]$_SDFF_PP0_"
clock_tree:
  tritoncts.num_buffers: 5
  hold_buffers: 0
  cts_tree: "built"
  clkTransAtPathRegs_ns: 0.07
  cts_setup_buffers: 0
  cts_buffer_depth: 2
  root_buffer: "clkbuf_8"
  post_cts_resized: 0
  clock-sinks: 33
  clk_latency_ns: 0.28
  htreeDepth: 2
finish:
  fill_cells: 478
  largest_register_ffs: 32
  drive_above_1_share: 0.129
  area_growth_pct: 13.1
sta:
  setup_viol: 0
  fin_crit_sh: 0.795
  max_clock_freq_mhz: 466
  fin_setup_tns_ns: 0
  period_needed_ns: 2.15
  rsz0062_at_grt: "false"
  hold_viol: 0
  finalClockSkew_ns: 0.00205
  maxSlewViolCount: 0
drt:
  finalWirelength_um: 2670
  vias_per_cell: 4.81
  vias: 1107
  antenna_left: 0
  route.detailed.drc: 0
  routedWlPerCell_um: 11.6
  insertedDiodeCount: 0
  drt_iter0_markers: 43
  dr.pass1.iters: 4
logic_synthesis:
  netlist-cell-type-count: 39
  syn_avg_cell_area_um2: 9.64
  synth_area_um2: 1470
  ys_chip_area_um2: 1470
  synth-seq-cells: 33
  yosys_warnings: 1
  ys_cells: 152
  ys_seq_share: 0.458
  synthCells: 152
min_path:
  worstHoldEndpoint: "r_reg[22]$_SDFF_PP0_"
  hp-class: "reg -> reg"
  min_path_cells: 2
  hp-start: "r_reg[22]$_SDFF_PP0_"
floorplan:
  initial_utilization: 0.310
  rows: 25
  fp.dieW_um: 71.9
  die_y_um: 71.9
  ios: 2
  coreArea_um2: 4720
  die_area_um2: 5170
grt:
  grt.overflow.total: 0
  grtUsageTotal: 0.115
  grt_pass1_wl_um: 4690
  grt_pass1_vias: 1003
  grt_antenna_before_repair: 0
  grt_max_degree: 22
power_and_ir_drop:
  switching_share: 0.198
  switchingPower_uw: 179
  pwr-share-seq: 0.548
  p_leak_nw: 0.512
  peakVddDrop_v: 0.000165
  power_frac_comb: 0.003
  clock_power_share: 0.449
  powerDensity_nw_per_um2: 546
  power_uw: 905
  intPower_uw: 726
placed_design:
  place_hpwl_um: 1750
  io_buffers: 1
  routabilityCongestion: 0.770
outcome:
  outcome: "finished, final reports clean"
job:
  log.warning_count: 25
  maxCapViolCount: 0
[cells by family (layout without fill, tap and decap cells)]
group / Yosys count / in the layout / share of synthesized area
AND-OR/OR-AND: 24 / 24 / 0.119
XOR/XNOR: 12 / 12 / 0.0717
adder cells (fa/ha/maj): 1 / 1 / 0.00854
buffers and inverters: 12 / 17 / 0.0461
flip-flops: 33 / 33 / 0.458
other: 1 / 7 / 0.00256
AND/OR/NAND/NOR: 69 / 69 / 0.295
[worst min-delay path, stage by stage, from the launching register on]
cell and delay (ns):
dfxtp_1 0.32, o31ai_1 0.06, a211oi_1 0.06
[per-layer routing]
metal | global-route usage | wire [µm] | vias up | part of all wire
li1 | - | - | 579 | -
met1 | 0.166 | 1340 | 516 | 0.50
met2 | 0.183 | 1210 | 7 | 0.45
met3 | 0.0285 | 65 | 5 | 0.024
met4 | 0.0153 | 52 | 0 | 0.019
met5 | 0 | 0 | - | 0
[final cells by class]
class	count	area, µm²	share of cell area
sequential	33	671	0.405
clock buffer	7	96.3	0.0582
timing repair buffer	3	25.0	0.0151
multi-input combinational	113	753	0.455
clock inverter	1	5.00	0.00302
inverter	6	22.5	0.0136
tap	67	83.8	0.0506
[synth_stat cells (all sizes together)]
cell type	instances	area (µm²)
clkbuf	3	11.3
o2111a	1	11.3
or4	8	67.6
xor2	4	35.0
and4	1	10.0
edfxtp	1	30.0
nor3	17	85.1
ha	1	12.5
or3	6	40.0
xnor2	8	70.1
o31ai	5	37.5
a211oi	10	80.1
conb	1	3.75
inv	6	22.5
and4b	1	10.0
nor3b	1	7.51
or2b	1	7.51
o31a	1	8.76
a31oi	1	6.26
nor4	3	18.8
and3	3	20.0
and2	2	12.5
nor4b	2	17.5
nand2	12	45.0
nand3	5	30.0
buf	3	33.8
nor2	2	7.51
o21ai	6	30.0
nor2b	1	6.26
dfxtp	32	641
nand4	4	46.3
[placed cells by master, fill, tap and decap left out, types with 2 or more instances in the layout]
master    instances
buf_4             2
nand3_1           4
and3_1            2
or3_1             4
or3_2             2
nand4_1           2
nor2_1            2
nor4b_1           2
or4_1             6
o31ai_1           5
xor2_1            4
nor3_1           17
clkbuf_8          7
nand2_1          12
dfxtp_1          32
and2_1            2
or4_4             2
o21ai_0           5
a211oi_1          9
conb_1            7
nor4_1            3
xnor2_1           8
inv_1             6
[power by group through the flow]
stage,combinational (mW),sequential (mW),clock [mW]
after CTS,0.00298,0.496,0.413
after global routing,0.00337,0.496,0.439
final,0.00291,0.496,0.406
[worst max-delay path by stage]
stage                 slack (ns)  cells after the start                start                    to
final                       0.55                      5  r_reg[0]$_SDFF_PP0_  r_reg[22]$_SDFF_PP0_
after CTS                   0.54                      5  r_reg[0]$_SDFF_PP0_  r_reg[22]$_SDFF_PP0_
after global routing        0.35                      5  r_reg[0]$_SDFF_PP0_  r_reg[22]$_SDFF_PP0_
[through the flow]
step                hold WS, ns  worst slack, ns  instance area, µm²  utilization  cells
finish                    0.492            0.555                1660        0.351    230
global route              0.516            0.353                1660        0.351    230
CTS                       0.492            0.536                1660        0.351    230
detailed placement        0.482            0.565                1560        0.329    222
global placement          0.471            0.607                1560        0.329    222
floorplan                 0.453            0.665                1490            -    158
Power figures rest on the tool's default switching activity, not on a simulated workload.
